==> flow/config.mk <==
export PLATFORM = sky130hd
export DESIGN_NAME = Execute
export DESIGN_NICKNAME = Execute
export VERILOG_FILES = /design/flow/design.v
export SDC_FILE = /design/flow/constraint.sdc
export NUM_CORES = 4
export LEC_CHECK = 1
export CORE_UTILIZATION = 30
==> flow/run.sh <==
#!/bin/bash
# OpenROAD 26Q1-2900-gdf79404cd8, Yosys 0.63+post, stock flow scripts
make -C /OpenROAD-flow-scripts/flow DESIGN_CONFIG=/design/flow/config.mk WORK_HOME=/design/flow/orfs finish
==> flow/constraint.sdc <==
current_design Execute

set clk_period 211.9
set clk_io_pct 0.2

create_clock -name clk0 -period $clk_period

set non_clock_inputs [all_inputs -no_clocks]
set_input_delay [expr $clk_period * $clk_io_pct] -clock clk0 $non_clock_inputs
set_output_delay [expr $clk_period * $clk_io_pct] -clock clk0 [all_outputs]
==> flow/design.v <==
module ALU #(parameter WIDTH = 24)( 
    input [WIDTH-1:0] A,
	 input [WIDTH-1:0] B,
	 input [2:0] sel,
    output logic [WIDTH-1:0] Out,
	 output logic N,  
	 output logic Z,  
	 output logic V,  
	 output logic C   
);
	logic [WIDTH-1:0] OutSumador;
	logic CSumador,VSumador;
	Adder_Substractor #(.WIDTH( WIDTH )) Sumador(A,B,OutSumador,sel[0],CSumador,VSumador);  
	logic [WIDTH-1:0] OutMULT;
	logic CMULT,VMULT;
	multiplicador #( WIDTH ) MULT(A,B,OutMULT,VMULT,CMULT);
	logic [WIDTH-1:0] OutDIV;
	logic CDIV,VDIV;
	divisor #( WIDTH ) DIV(A,B,OutDIV,VDIV,CDIV);	
	logic [WIDTH-1:0] OutMOD;
	logic CMOD,VMOD;
	modulo #( WIDTH ) MOD(A,B,OutMOD,VMOD,CMOD);		
	logic [WIDTH-1:0] OutShiftL;
	logic CShiftL,VShiftL;
	shiftL_modulo #( WIDTH ) ShiftL(A, B, OutShiftL,VShiftL,CShiftL);
	always_comb begin  
      case (sel)  
         3'b000,			 
			3'b001 : begin  
				Out = OutSumador;
				C <= CSumador;
				V <= VSumador;
			end
			3'b010 : begin    
				Out = OutMULT;
				C <= CMULT;
				V <= VMULT;
			end
			3'b011 :begin
				Out = OutDIV;  
				C <= CDIV;
				V <= VDIV;
			end
			3'b100 : begin   
				Out = OutMOD;
				C <= CMOD;
				V <= VMOD;
			end
			3'b101 : begin 
				Out = OutShiftL;
				C <= CShiftL;
				V <= VShiftL;
			end
			3'b110 : begin  
				Out = A;
				C <= 0;
				V <= 0;
			end
			3'b111 : begin  
				Out = B;
				C <= 0;
				V <= 0;
			end
			default : begin
				Out = A;
				C <= 0;
				V <= 0;
			end
      endcase 
		N <= Out[WIDTH-1];
		Z <= ~|Out;
   end
endmodule
module Adder_Substractor #(parameter WIDTH = 24)  ( A, B, S,SUBS, Cout,V);
input [WIDTH-1:0] A; 
input [WIDTH-1:0] B; 
input SUBS;  
output [WIDTH-1:0] S;
output V;
output Cout;  
genvar i;
genvar j;
logic [WIDTH:0] AuxCarry;
logic [WIDTH-1:0] AuxB;
logic [WIDTH-1:0] AuxZero;
generate
Complement  #(.WIDTH( WIDTH)) FullComplement (B,SUBS,AuxB);  
for ( i  = 0 ; i <WIDTH ;i++ ) begin: generate_Adder_Substractor
    if (i==0) begin
        FullAdder bitAdder(A[i],AuxB[i],SUBS,S[i],AuxCarry[i]);
		  or (AuxZero[i],S[i],0);
    end
    else begin
        FullAdder bitAdder(A[i],AuxB[i],AuxCarry[i-1],S[i],AuxCarry[i]);
		  or (AuxZero[i],S[i],AuxZero[i-1]);
    end	
end
	 assign Cout = AuxCarry[WIDTH-1];
	 assign V = ~(A[WIDTH-1] ^ B[WIDTH-1] ^ SUBS) && (A[WIDTH-1] ^ S[WIDTH-1]);
endgenerate
endmodule
module Complement #(parameter WIDTH = 24)  (A,SUBS, S);
input [WIDTH-1:0] A;
input  SUBS;
output [WIDTH-1:0] S;
genvar i;
generate
for ( i  = 0 ; i <WIDTH ;i++ ) begin: ComplementCalc
		xor checkSubs (S[i],SUBS,A[i]);
end 
endgenerate
endmodule
module  FullAdder (input A, B, Cin, output  S, Cout);
logic w_1;  
logic w_2;  
logic w_3;
	xor AxorB	(w_1,A,B);
	xor W_1xorCin	(S,w_1,Cin);
	and W_1andCin	(w_2,w_1,Cin);
	and AandB	(w_3,A,B);
	or	W_1orW_2	(Cout,w_2,w_3);
endmodule
module divisor #(parameter n = 24) (input signed [n-1:0] A, 
													  input signed [n-1:0] B, 
													  output reg [n-1:0] out,
 													  output bit overflow,
													  output bit car);
	reg [n:0] div;	
	assign car = 0;
	always_comb  begin
		div = A/B;
		out = div[n-1:0];
		case (div[n:n-1])
			1'b01: overflow = 1;
			default: overflow = 0;
		endcase
	end
endmodule
module modulo #(parameter n = 24) (input signed [n-1:0] A, 
													  input signed [n-1:0] B, 
													  output reg [n-1:0] out,
													  output bit overflow,
													  output bit car);
	assign car = 0;
	assign overflow = 0;
	always_comb  begin
		out = A%B;
	end
endmodule
module multiplicador #(parameter n = 24) (input signed [n-1:0] A, 
													  input signed [n-1:0] B, 
													  output reg [n-1:0] out,
													  output bit overflow,
													  output bit car);
	reg [2*n-2:0] multi;	
	assign car = 0;
	always_comb  begin
		multi = A*B;
		out[n-1:0] = multi[n-1:0];
		case (multi[2*n-2:n-1])
			{(n){1'b1}}: overflow = 0;
			{(n){1'b0}}: overflow = 0;
			default: overflow = 1;
		endcase
	end
endmodule
module shiftL_modulo #(parameter n = 24) (input logic[n-1:0] A, B, 
												 output logic [n-1:0] out,
												  output bit overflow,
												  output bit car);
	assign car = 0;
	assign overflow = 0;
	always_comb  begin
		out = A << B;
	end
endmodule
module Execute #(parameter WIDTH = 24)
	(input logic [WIDTH-1:0] data1, data2, data3, forwardM, forwardWB,
	 input logic [2:0] ALUControlE,
	 input logic ALUSrcE,
	 input logic [1:0] data1ForwardSelector, data2ForwardSelector,
	 output logic [WIDTH-1:0] data2AfterForward, ALUResultE,
	 output logic N, Z, V, C
	 );		
	logic [WIDTH-1:0] SrcAE;
	logic [WIDTH-1:0] SrcBE;
	mux3  #(WIDTH) data1ExecStageMUX(data1, forwardWB, forwardM, 
									data1ForwardSelector, SrcAE);
	mux3  #(WIDTH) data2ExecStageMUX(data2, forwardWB, forwardM, 
									data2ForwardSelector, data2AfterForward);	
	mux2  #(WIDTH) data2ExecStageMUXRegImm(data2AfterForward, data3, 
									ALUSrcE, SrcBE);
	ALU #(WIDTH) ALU( 
		 SrcAE, 
		 SrcBE,
		 ALUControlE,
		 ALUResultE,
		 N,
		 Z,
		 V,
		 C 
	);
endmodule
module mux2 #(parameter WIDTH = 24)
	(input logic [WIDTH-1:0] d0, d1,
	input logic s,
	output logic [WIDTH-1:0] y);
	assign y = s ? d1 : d0;
endmodule
module mux3 #(parameter WIDTH = 24)
	(input logic [WIDTH-1:0] d0, d1, d2,
	input logic [1:0] s,
	output logic [WIDTH-1:0] y);
	always_comb begin
		case (s)
			2'b00: y = d0;
			2'b01: y = d1;
			2'b10: y = d2;
			2'b11: y = 0;
		endcase
	end
endmodule
==> impl_metrics.json <==
{
  "syn-instance-count": 8251,
  "dieHeight_um": 450,
  "avgSynthCellArea_um2": 7.30,
  "power_density_nw_per_um2": 26.6,
  "cts_hold_buf": 0,
  "grt_pass1_vias": 60900,
  "worstPathMaxFanout": 36,
  "fp-utilization_pct": 30.2,
  "drtPass1Iterations": 6,
  "vias_per_cell": 5.72,
  "synth.distinct_cells": 113,
  "finalSetupTns_ps": 0,
  "yosysChipArea_um2": 60200,
  "netlist_area_um2": 60200,
  "fin_crit_sh_pct": 75.8,
  "yosysWarningCount": 6,
  "drive_gt1_share_pct": 7.07,
  "postSynthSeqShare_pct": 0,
  "worstMarginPinSlew_ps": 1280,
  "dieArea_um2": 203000,
  "cpPeakStageDelay_ps": 900,
  "wl_um": 283000,
  "grt_pass1_wl_um": 411000,
  "synth.top_cells.by_count": "nor2_1 (1023), inv_1 (857), nand2_1 (772)",
  "slew_headroom_pct": 12.5,
  "hpwl_um": 227000,
  "swShare_pct": 60.9,
  "grt_setup_unrepaired": "false",
  "io_buffer_count": 180,
  "setup_viol": 0,
  "path_class": "primary input to output pin",
  "ys_sh_xor_pct": 7.08,
  "p_int_mw": 0.692,
  "drt_iter0_markers": 5735,
  "p_leak_nw": 29.8,
  "n_clock_buffer": 0,
  "grt-ovfl-total": 0,
  "track_usage_pct": 28.2,
  "antenna_left": 0,
  "post-cts-setup-buffers": 0,
  "timing_hold_violations_final": 0,
  "start_kind": "primary input",
  "routedWlPerCell_um": 25.6,
  "cp_common_cell": "o21a_1",
  "top_area_cell": "fa_1",
  "syn_to_final_growth_pct": 10.6,
  "placed_area_um2": 66600,
  "top_logic_kind": "adder cells",
  "aoi_share_pct": 23.6,
  "num_rows": 164,
  "drt_drc_violations_left": 0,
  "status": "complete, no violations",
  "finalPower_mw": 1.77,
  "antenna_found_initial": 13,
  "endpoint_kind": "output pin",
  "ios": 180,
  "cp_slowest_cell": "nor4_2",
  "grt_max_degree": 50,
  "flop-count": 0,
  "fill_cells": 20900,
  "fmax_mhz": 6.22,
  "cp.required_ps": 169520,
  "power_switching_mw": 1.08,
  "hp-class": "primary input to output pin",
  "postCtsResizedCells": 0,
  "mux_share_pct": 3.45,
  "route.vias.total": 63200,
  "warnings": 36,
  "fin_area_um2": 66600,
  "period_needed_ps": 160690,
  "synth_top_cell_by_count": "nor2_1",
  "core-area_um2": 200000,
  "yosysTopAreaCellShare_pct": 20.7,
  "maxCapViolCount": 0,
  "irDropWorstVdd_mv": 0.103,
  "adder_share_pct": 36.5,
  "drv_slew": 0,
  "gp_congestion": 1.12,
  "critPathTopFamily": "AND-OR/OR-AND gates",
  "topCellsByArea": "fa_1 (21%), ha_1 (16%), nor2_1 (6.4%), inv_1 (5.3%), xnor2_1 (4.9%)",
  "seqCellArea_um2": 0,
  "crit_buf_inv": 12,
  "chipWidth_um": 450,
  "critical_path_arrival_ps": 118310,
  "simple_gate_share_pct": 21.8,
  "ys_cells": 8251
}
[final cells by class]
class / instances / area (µm²) / area share, %
Inverter: 869 / 3260 / 4.90
Antenna cell: 5 / 12.5 / 0.0188
Multi-Input combinational cell: 7052 / 56200 / 84.3
Timing Repair Buffer: 450 / 3830 / 5.75
Tap cell: 2656 / 3320 / 4.99
[logic make-up after synthesis]
| group | Yosys count |
|---|---|
| other cells | 2 |
| fa+ha+maj | 1385 |
| mux | 194 |
| simple gates | 2862 |
| compound gates | 2123 |
| buf+inv | 1199 |
| xor+xnor | 486 |
[layout by cell type, fill, tap and decap left out, drive strengths merged, types with 19 or more instances in the layout]
cell type	Yosys	layout
a211oi	63	63
a21boi	32	32
a21o	178	178
a21oi	500	500
a221oi	31	31
a2bb2oi	19	19
a31o	19	19
a31oi	122	122
a41oi	19	19
and2	57	57
and3	66	66
buf	79	275
clkdlybuf4s50	0	175
fa	623	623
ha	762	762
inv	860	860
mux2	100	100
mux2i	94	94
nand2	772	772
nand2b	75	75
nand3	136	136
nand4	84	84
nor2	1025	1025
nor2b	77	77
nor3	288	288
nor4	48	48
o211ai	68	68
o21a	226	226
o21ai	404	404
o21bai	35	35
o221ai	23	23
o22ai	51	51
o2bb2ai	25	25
o31a	23	23
o31ai	69	69
or2	67	67
or3	90	90
xnor2	339	339
xor2	147	147
[path summary, 6_finish.rpt]
kind                  slack (ps)                     to                    start  cells after the start
worst min-delay path       85780  data2AfterForward[17]             forwardM[17]                      3
worst max-delay path       51210                      Z  data2ForwardSelector[0]                    278
[per-stage QoR]
step	instances	setup WS (ps)	hold WS [ps]	utilization (%)
finish	11000	51210	85780	33.4
global route	11000	45170	85810	33.3
CTS	11000	52440	85780	33.3
detailed placement	11000	52940	85780	33.3
global placement	11000	53100	85790	33.3
floorplan	8251	60810	84810	-
[layer usage]
metal  wire length [µm]  vias up  global-route usage, %
met5                173        -                  0.497
met4              21100       16                   16.2
met3              30300      692                   9.26
met2             117000     3130                   40.8
met1             114000    30100                   36.9
li1                   -    29200                      -
