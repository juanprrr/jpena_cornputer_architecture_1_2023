`./constraint.sdc`:
```
current_design iMem

set clk_period 24.5
set clk_io_pct 0.2

create_clock -name clk0 -period $clk_period [get_ports {clk}]

set non_clock_inputs [all_inputs -no_clocks]
set_input_delay [expr $clk_period * $clk_io_pct] -clock clk0 $non_clock_inputs
set_output_delay [expr $clk_period * $clk_io_pct] -clock clk0 [all_outputs]
```
`./run.sh`:
```
#!/bin/bash
# OpenROAD 26Q1-2900-gdf79404cd8, Yosys 0.63+post, stock flow scripts
make -C /OpenROAD-flow-scripts/flow DESIGN_CONFIG=/design/flow/config.mk WORK_HOME=/design/flow/orfs finish
```
`./design.v`:
```
module iMem #(parameter WIDTH = 24, parameter AMOUNT = 64) 
			(
			input logic clk,
			input logic [3:0] we,
			input logic [WIDTH-1:0] a, wd,
			output logic [WIDTH-1:0] rd
			);
		logic [WIDTH-1:0] RAM1 [0:AMOUNT-1];  
		assign rd = RAM1[a];   
		always_ff @(posedge clk) begin    
			if (we[0]) RAM1[a] <= wd;   
		end	
endmodule 
```
`./config.mk`:
```
export PLATFORM = sky130hd
export DESIGN_NAME = iMem
export DESIGN_NICKNAME = iMem
export VERILOG_FILES = /design/flow/design.v
export SDC_FILE = /design/flow/constraint.sdc
export NUM_CORES = 4
export LEC_CHECK = 1
export CORE_UTILIZATION = 30
```
==> impl_metrics.toml <==
# yosys + openroad results
[timing]
period_needed_ps = 14210
setup_tns_ps = 0
hold_violations = 0
fin_ws_ps = 10290
finalSetupViolCount = 0
rsz0062_at_grt = "false"
worstMarginPinSlew_ps = 1152
fmax_mhz = 70.37
slew_violations = 0
slew_headroom = 0.2301
period_used_share = 0.5801

[clock_tree]
clkTransAtPathRegs_ps = 60
cts_buffer_depth = 3
hold_buffers = 0
numCtsBuffers = 153
ctsResizeCount = 0
clock_sinks = 1536
root_buffer = "clkbuf_16"
postCtsSetupBuffers = 0
cts_tree = "done"
htree_levels = 4

[power]
peakVddDrop_mv = 0.07234
power.leakage_uw = 0.02082
power_density_nw_per_um2 = 79.98

[synth]
synth_area_um2 = 58980
numSynthFlops = 1536
synth.avg_cell_area_um2 = 17.44
yosys.area.top_type = "edfxtp_1"
yosysWarnings = 1
yosys_cells = 3382
ff_type = "edfxtp_1"
ys_area_um2 = 58980
ys_types = 55
yosysSeqAreaShare = 0.7820
top_cell_area_share = 0.7820
top_cells_by_area = "edfxtp_1 78%, a221oi_1 3.1%, a22oi_1 2.5%, mux2_2 2.2%, mux2i_1 1.9%"
async_reset_ff_frac = 0
syn_inst = 3382
edf_count = 1536

[placement]
pre_cts_slack_ps = 10290
port_buffers = 55
gp_congestion = 0.8605
placed_area_um2 = 63090
dp_hpwl_um = 92550

[floorplanning]
core_um2 = 195200
die_w_um = 445.4
die_h_um = 445.4
fp_util = 0.3022
fp-row-count = 162
io_pins = 77
dieArea_um2 = 198400

[job]
warnings = 47
drv_cap = 0

[finish]
finish.instance_area_um2 = 67710
reg_top3 = "RAM1 (1536)"
largest-register = "RAM1"
drive_gt1_frac = 0.1678
largest_reg_flops = 1536
areaGrowthSynthToFinish_pct = 14.80

[setup_path]
cp_max_fo = 48
cp_top_family = "buffers and inverters"
worst-setup-path-type = "in -> out"
cp-endpoint = "rd[23]"
critPathLaunch = "a[0]"
path_depth = 11
path_buffers = 5
worstPathCellList = "buf_6 > buf_4 > and2_4 > buf_4 > buf_4 > a22oi_1 > a2111oi_0 > a31oi_1 > nand2_1 > a211o_1 > clkdlybuf4s50_1"
worstPathRequired_ps = 19600
startpoint_type = "input pin"
slowest_delay_ps = 690
crit_path_top_delay_cell = "buf_4"
crit_path_end_kind = "primary output"
critical_path_arrival_ps = 9310
crit_top_cell = "buf_4"

[global_route]
gr-usage-all-layers = 0.1755
grt_max_degree = 95
overflow = 0
antenna_found_initial = 5
first_global_vias = 34810
grt_pass1_wl_um = 238700

[detailed_routing]
via_count = 33250
wl_per_cell_um = 26.25
routed_wl_um = 163600
ant_nets = 0
drc = 0
drt_iter0_drc = 2267
routed_via_density = 5.337
first_pass_iters = 5

[worst_hold_path]
hp-class = "in -> reg"

[run_status]
outcome = "finished, final reports clean"
[worst min-delay path by stage]
stage / from / end / slack, ps / cells after the start
6_report: wd[9] / RAM1[27][9] / 4360 / 1
5_1_grt: wd[9] / RAM1[27][9] / 4350 / 1
4_1_cts: wd[9] / RAM1[27][9] / 4340 / 1
[cell families (layout without fill, tap and decap cells)]
group	Yosys count	in the layout	synth area share
flops	1536	1536	0.7820
simple gates	329	329	0.02471
mux	248	248	0.04786
buf+inv	272	495	0.02079
compound gates	997	997	0.1246
other cells	0	2	0
[per-stage QoR]
| stage | hold WS (ps) | instances | power [uW] | utilization |
|---|---|---|---|---|
| global route | 4354 | 6231 | 5572 | 0.3469 |
| floorplan | 4999 | 3382 | 3119 | - |
| finish | 4359 | 6231 | 5416 | 0.3469 |
| global placement | 5151 | 5961 | 3274 | 0.3232 |
| detailed placement | 5144 | 5961 | 3277 | 0.3232 |
| CTS | 4336 | 6229 | 5454 | 0.3469 |
[layer usage]
metal / global-route usage / vias to the layer above / part of all wire
met5: 0.007326 / - / 0.0013
met4: 0.05269 / 10 / 0.036
met3: 0.1146 / 290 / 0.14
met2: 0.2624 / 1885 / 0.46
met1: 0.2103 / 16760 / 0.36
li1: - / 14310 / -
[power by group]
part | switching (uW) | internal, uW
logic | 213 | 92.2
clock network | 960 | 1240
registers | 3.66 | 2910
[area by class of cell]
cell class                      count  area (um2)
Tap cell                         2624        3283
Timing Repair Buffer              223        1728
Clock inverter                     78       583.1
Fill cell                       18040      127500
Clock buffer                      190        4031
Multi-Input combinational cell   1574       11940
Sequential cell                  1536       46120
Inverter                            4       18.77
Antenna cell                        2       5.005
[placed cells by master (no fill, tap or decap), types with 77 or more instances in the layout]
cell       Yosys  final
a21oi_1      142    142
a221oi_1     208    208
a22oi_1      200    200
buf_4         16    166
clkbuf_16      0    156
edfxtp_1    1536   1536
mux2_2       117    117
mux2i_1      114    114
nand2_1       78     77
o21ai_0      129    129
[synth_stat cells, types with 3 or more instances]
master and number:
edfxtp_1 1536, a221oi_1 208, a22oi_1 200, a21oi_1 142, nor2_1 142, o21ai_0 129
clkbuf_1 120, mux2_2 117, mux2i_1 114, buf_2 86, nand2_1 78, a22o_1 72
a221o_1 59, o22ai_1 44, nor3_1 42, buf_1 41, o221ai_1 23, a2111oi_0 21
buf_4 16, nand3_1 16, mux4_2 15, a31oi_1 14, a211o_1 13, a211oi_1 13
nand4_1 12, o22a_1 12, or4_1 11, nor2b_1 10, o211ai_1 10, o32ai_1 10
a2bb2oi_1 9, o21a_1 9, buf_6 5, nand2b_1 4, and2_1 3, inv_1 3
No activity file was given, so power comes from the tool's default toggle rates.
